==> flow/design.v <==
module Data_Memory(
  input clk,
  input [31:0] addr,
  input rd_en,
  output reg [31:0] out,	
  input  wr_en,	
  input [31:0] wr_data		
);	
reg [31:0] memory [31:0];   
always @(rd_en)
  begin
    if(rd_en == 1) out = memory[addr];
end
always @(posedge clk)  
   begin
    if (wr_en == 1) memory[addr]=wr_data	;
   end
   endmodule	
   module data_memory_tb();
     reg clk;
     reg[31:0] addr;
     reg rd_en;
    wire [31:0] out;
    reg  wr_en;	
    reg [31:0] wr_data;
     Data_Memory dm(.clk(clk),.addr(addr),.rd_en(rd_en),.out(out),.wr_en(wr_en),	.wr_data(wr_data)	);
     always #30 clk = ~clk;
     initial
     begin
       clk = 0;
       wr_en = 1;
       addr = 32'b0;
       wr_data = 32'b00110;
     end
   endmodule
module Mem_Stage
(
input clk,
input EXMEM_M_MemWrite,
input EXMEM_M_MemRead,
input EXMEM_M_Branch,
input EXEMEM_M_BranchNotEqual,
input EXMEM_zero,
input [31:0] EXMEM_ALUOut , 
input [31:0]EXMEM_B,
input EXMEM_WB_MemToReg,
input EXMEM_WB_RegWrite,
input [4:0] EXMEM_Rt,
output MEMWB_WB_MemToReg,
output MEMWB_WB_RegWrite,
output [4:0] MemWB_Rt,
output [31:0] MemWB_ALUOut,
output [31:0] MemWB_readData,
output PCSrc
);
and b(b1,EXMEM_zero,EXMEM_M_Branch);
and bn(b2,~EXMEM_zero,EXEMEM_M_BranchNotEqual);
or(PCSrc,b1,b2);
Data_Memory dm(.clk(clk),.addr(EXMEM_ALUOut),.rd_en(EXMEM_M_MemRead),.out(MemWB_readData),.wr_en(EXMEM_M_MemWrite),.wr_data(EXMEM_B));
assign MEMWB_WB_MemToReg = EXMEM_WB_MemToReg;
assign MEMWB_WB_RegWrite = EXMEM_WB_RegWrite;
assign MemWB_Rt = EXMEM_Rt;
assign MemWB_ALUOut = EXMEM_ALUOut;
endmodule
module mem_tb();
  reg clk;
  reg memwrite;
  reg memread;
  reg branch;
  reg zero;
  reg [31:0]aluout;
  reg [31:0] b;
  wire pcsrc;
  wire [31:0]readdata;
  Mem_Stage ms(.clk(clk),.EXMEM_M_MemWrite(memwrite),.EXMEM_M_MemRead(memread),
.EXMEM_M_Branch(branch),.EXMEM_zero(zero),.EXMEM_ALUOut(aluout) , .EXMEM_B(b),
.MemWB_readData(readdata),.PCSrc(pcsrc));
  always #30 clk = ~clk;
  initial
     begin
       clk = 0;
 memread = 0;
 memwrite = 1;
 branch = 0;
 zero = 1;
 aluout = 0;
 b = 32'b0011;
 #70 begin
 memread = 1;
 memwrite = 0;
 branch = 1;
end     
     end
endmodule
==> flow/run.sh <==
#!/bin/bash
# OpenROAD 26Q1-2900-gdf79404cd8, Yosys 0.63+post, stock flow scripts
make -C /OpenROAD-flow-scripts/flow DESIGN_CONFIG=/design/flow/config.mk WORK_HOME=/design/flow/orfs finish
==> flow/config.mk <==
export PLATFORM = sky130hd
export DESIGN_NAME = Mem_Stage
export DESIGN_NICKNAME = Mem_Stage
export VERILOG_FILES = /design/flow/design.v
export SDC_FILE = /design/flow/constraint.sdc
export NUM_CORES = 4
export LEC_CHECK = 1
export CORE_UTILIZATION = 50
==> flow/constraint.sdc <==
current_design Mem_Stage

set clk_period 5.6
set clk_io_pct 0.2

create_clock -name clk0 -period $clk_period [get_ports {clk}]

set non_clock_inputs [all_inputs -no_clocks]
set_input_delay [expr $clk_period * $clk_io_pct] -clock clk0 $non_clock_inputs
set_output_delay [expr $clk_period * $clk_io_pct] -clock clk0 [all_outputs]
==> PnR_summary.wiki <==
== Flow metrics ==
{| class="wikitable"
! Metric !! Value
|-
| Floorplan core area || 79,000 um2
|-
| Power density over the cells || 353 nW/um2
|-
| Summed standard-cell area reported by yosys || 39,900 um2
|-
| CP max stage delay || 790 ps
|-
| Total number of H-tree levels || 3
|-
| Maximum number of pins on one net before global-route repair || 103
|-
| Number of violations reported at the end of detailed-routing iteration 0 || 1,168
|-
| Global-route congestion overflow total || 0
|-
| Routability cong. || 0.906
|-
| Mapped Avg Cell Area || 18.6 um2
|-
| Post-DR wirelength/cell || 27.7 um
|-
| Max_cap viols || 0
|-
| Max rail drop VDD || 0.000227 V
|-
| Io pins || 149
|-
| DRT Pass-1 Iters || 6
|-
| Lkg Pwr || 15.7 nW
|-
| Clock-pin transition on the worst setup and hold timing paths || 60 ps
|-
| Highest achievable clock rate || 258 MHz
|-
| Total chip power || 0.0160 W
|-
| Power share of the clock group || 41.4%
|-
| CP Launch Type || input port
|-
| Outcome || finished, final reports clean
|-
| Instance tally after logic synthesis || 2,147
|-
| Area of the die || 81,000 um2
|-
| Final setup fails || 0
|-
| Fillers || 5,718
|-
| Hold buffers post-CTS || 0
|-
| Critical path required time || 4480 ps
|-
| Initial antenna violation count || 2
|-
| Crit. End Element || primary output
|-
| FP Rows || 103
|-
| Via total after detailed routing || 19,900
|-
| Overall fraction of global-route tracks in use || 26.6%
|-
| Layout overhead on the synthesized area || 13.8%
|-
| Number of buffers created by CTS || 101
|-
| Netlist cell types || 26
|-
| RSZ-0062 raised after global routing || no
|-
| List of cells traversed by the critical path || clkdlybuf4s50_1, buf_4, clkdlybuf4s50_1
|-
| Registers, synthesis || 1,056
|-
| Cell repeated most along the worst path || sky130_fd_sc_hd__clkdlybuf4s50_1
|-
| Final period utilization || 69.3%
|-
| Clock root buffer master || sky130_fd_sc_hd__clkbuf_16
|-
| Port Buffer Count || 80
|-
| Slowest library cell on the worst path || sky130_fd_sc_hd__clkdlybuf4s50_1
|-
| CTS tree || built
|-
| Logic pwr share || 5.0%
|-
| Total detailed-routing wirelength || 94,900 um
|-
| Clock Tree Buf Depth || 3
|-
| Initial standard-cell utilization of the core || 50.5%
|-
| Internal power of the cells || 0.0127 W
|-
| Net Sw Frac || 20.7%
|-
| Kind of path behind the tightest hold check || input port to flop
|-
| DR DRC count || 0
|-
| Via count of the first global-routing pass || 20,600
|-
| Top fanout value on the critical path || 18
|-
| Slew at the pin with the worst max-slew slack || 965 ps
|-
| Switch Pwr || 0.00331 W
|-
| Share of total power in sequential cells || 53.6%
|-
| Wire length of the first global-routing pass || 139,000 um
|-
| Post-CTS Repair Setup Buffers || 0
|-
| Post-layout minimum cycle time || 3880 ps
|-
| Critical path data arrival time || 2760 ps
|-
| Chip Height || 285 um
|-
| Count of endpoints without a timing constraint || 64
|-
| Post-Synthesis Cell Area || 39,900 um2
|-
| Via count normalized by instance count || 5.83
|-
| Hold violation count in the final report || 0
|-
| Count of instantiated cells in the yosys netlist || 2,147
|-
| Share of post-route cells with drive strength above 1 || 13.4%
|-
| Die Width || 285 um
|-
| Half-perimeter wire length of the detailed placement result || 57,800 um
|-
| Max-slew violation count || 0
|-
| Setup CP Type || input port to primary output
|-
| Number of register pins that no clock reaches || 32
|-
| Number of cells upsized or downsized after cts || 0
|-
| ANT nets after route || 0
|-
| Worst max-slew margin expressed relative to the limit || 35.5%
|-
| Sum Neg Setup Slack || 0 ps
|-
| Warning total across the stage logs || 29
|-
| Number of warning messages in the yosys log || 3
|}
layer usage:
layer | wire, um | GRT usage (%) | up-vias
li1 | - | - | 8943
met1 | 34300 | 38.3 | 9849
met2 | 45200 | 38.8 | 1000
met3 | 12800 | 15.7 | 146
met4 | 2540 | 5.12 | 6
met5 | 65 | 0.476 | -
cell usage after synthesis (all sizes together):
cell type  instances  area, um2
nor3               4       20.0
nand3              2       10.0
or4                1       11.3
clkbuf            21       80.1
mux2i            512       5120
or3                1       6.26
nor2              29        109
or3b               3       26.3
mux2               1       11.3
nand4b             4       35.0
nand2             34        128
nand4              1       6.26
nand4bb            6       67.6
dlxtp             32        480
or4b               4       47.6
nor4              64        400
buf              144        958
nand3b             4       30.0
o22ai            256       1610
edfxtp          1024      30700
state kept, by name (all words and copies together), names as in the netlist:
name       flops
dm.memory   1024
dm.out        32
worst max-delay path, delay by kind of cell:
kind | cells | cell delay (ps)
buffers and inverters | 3 | 1640
cells in the final DEF, fill, tap and decap left out, types with 3 or more instances in the layout:
cell / n
sky130_fd_sc_hd__buf_2: 3
sky130_fd_sc_hd__buf_4: 116
sky130_fd_sc_hd__bufinv_16: 11
sky130_fd_sc_hd__clkbuf_1: 22
sky130_fd_sc_hd__clkbuf_16: 103
sky130_fd_sc_hd__clkdlybuf4s50_1: 76
sky130_fd_sc_hd__clkinv_1: 20
sky130_fd_sc_hd__clkinv_2: 21
sky130_fd_sc_hd__clkinvlp_4: 6
sky130_fd_sc_hd__dlxtp_1: 32
sky130_fd_sc_hd__edfxtp_1: 1024
sky130_fd_sc_hd__inv_6: 5
sky130_fd_sc_hd__mux2i_1: 512
sky130_fd_sc_hd__nand2_1: 34
sky130_fd_sc_hd__nand3b_1: 4
sky130_fd_sc_hd__nand4b_1: 4
sky130_fd_sc_hd__nand4bb_2: 4
sky130_fd_sc_hd__nor2_4: 28
sky130_fd_sc_hd__nor3_2: 4
sky130_fd_sc_hd__nor4_1: 63
sky130_fd_sc_hd__o22ai_1: 254
sky130_fd_sc_hd__or3b_2: 3
layout make-up:
type                            count  area (um2)  share of cell area (%)
Multi-Input combinational cell    926        7940                    17.5
Clock inverter                     64         608                    1.34
Antenna cell                        1        2.50                 0.00551
Timing Repair Buffer              197        1680                    3.70
Tap cell                         1050        1310                    2.89
Clock buffer                      125        2660                    5.85
Sequential cell                  1056       31200                    68.7
cell families (layout without fill, tap and decap cells):
| kind of cell | Yosys count | count (layout) | share of synthesized area, % |
|---|---|---|---|
| other cells | 0 | 1 | 0 |
| flops | 1024 | 1024 | 77.0 |
| latches | 32 | 32 | 1.20 |
| buf+inv | 165 | 386 | 2.60 |
| mux | 513 | 513 | 12.9 |
| compound gates | 256 | 256 | 4.04 |
| simple gates | 157 | 157 | 2.25 |
power groups by stage:
| stage | combinational (W) | sequential [W] | clock [W] |
|---|---|---|---|
| final | 0.000808 | 0.00859 | 0.00664 |
| after global routing | 0.000865 | 0.00859 | 0.00704 |
| after CTS | 0.000823 | 0.00859 | 0.00675 |
final timing paths:
path	startpoint	end	slack, ps	depth (start not counted)
worst max-delay path	EXMEM_ALUOut[2]	MemWB_ALUOut[2]	1720	3
worst min-delay path	EXMEM_B[2]	dm.memory[22][2]$_DFFE_PP_	1090	1
metrics by stage:
stage | cell area [um2] | setup WS (ps) | utilization [%] | hold slack [ps] | instances
global placement | 42200 | 1710 | 53.4 | 1760 | 3229
CTS | 45400 | 1740 | 57.5 | 1060 | 3418
global route | 45400 | 1670 | 57.5 | 1100 | 3418
floorplan | 39900 | 822 | - | 1220 | 2147
finish | 45400 | 1720 | 57.5 | 1090 | 3419
detailed placement | 42200 | 1670 | 53.4 | 1760 | 3229
Power and IR drop assume default switching activity.
