[./run.sh]
#!/bin/bash
# OpenROAD 26Q1-2900-gdf79404cd8, Yosys 0.63+post, stock flow scripts
make -C /OpenROAD-flow-scripts/flow DESIGN_CONFIG=/design/flow/config.mk WORK_HOME=/design/flow/orfs finish
[./config.mk]
export PLATFORM = sky130hd
export DESIGN_NAME = WB_Stage
export DESIGN_NICKNAME = WB_Stage
export VERILOG_FILES = /design/flow/design.v
export SDC_FILE = /design/flow/constraint.sdc
export NUM_CORES = 4
export LEC_CHECK = 1
export CORE_AREA = 10 10 70 70
export DIE_AREA = 0 0 80 80
[./constraint.sdc]
current_design WB_Stage

set clk_period 1.0
set clk_io_pct 0.2

create_clock -name clk0 -period $clk_period

set non_clock_inputs [all_inputs -no_clocks]
set_input_delay [expr $clk_period * $clk_io_pct] -clock clk0 $non_clock_inputs
set_output_delay [expr $clk_period * $clk_io_pct] -clock clk0 [all_outputs]
[./design.v]
module Mux32bit(a, b, out,
sel);
   input [31:0]a;
   input[31:0]b;
   input sel;
   output [31:0]out;
   assign out = sel ? b : a;
endmodule
module mux_test();
  reg [31:0] a;
  reg [31:0] b;
  reg sel;
  wire [31:0]out;
  Mux32bit mux(.a(a),.b(b),.out(out),.sel(sel));
  initial
  begin
  a=4'd7;
  b=4'd3;
  sel=1'd1;
  #500 sel = 1'd0;
  #100 sel=1'd1;
end
endmodule
module WB_Stage(
input MemWB_WB_MemToReg ,
input [31:0] MemWB_readData,
input [31:0] MemWB_ALUOut,
output [31:0]WB_writeData
);
Mux32bit wb_mux(.b(MemWB_readData), .a(MemWB_ALUOut), .out(WB_writeData),
.sel(MemWB_WB_MemToReg ));
endmodule
module wb_tb();
  reg [31:0]readdata;
  reg memtoreg;
  reg [31:0]aluout;
  wire [31:0]writedata;
  WB_Stage ws(.MemWB_WB_MemToReg(memtoreg) ,
.MemWB_readData(readdata),
.MemWB_ALUOut(aluout),
.WB_writeData(writedata));
  initial
     begin
readdata=32'b0101;
memtoreg =0;
aluout=32'b0011;
 #70 memtoreg = 1;    
     end
endmodule
==> flow_summary.yaml <==
# generated from flow reports
job:
  warnings: 34
  timing.max_cap.violations: 0
power_and_ir_drop:
  p_leak_nw: 0.840
  worst_ir_drop_vdd_mv: 0.181
  power.density_nw_per_um2: 386
layout:
  layout_top_cells_excl_fill_tap: "sky130_fd_sc_hd__dlygate4sd2_1 (64), sky130_fd_sc_hd__mux2_4 (32), sky130_fd_sc_hd__buf_6 (17), sky130_fd_sc_hd__buf_2 (15)"
  n_sequential_cell: 0
  final-seq-area_sq_um: 0
  num-clock-buffers: 0
  fillers: 347
  layout_top_cell_excl_fill_tap: "sky130_fd_sc_hd__dlygate4sd2_1"
  drive_above_1_share_pct: 52.6
  layout_stage_area_growth_over_the_synthesis_result_pct: 182
setup_path:
  worstSetupEndpointType: "output pin"
  cpPeakStageDelay_ns: 0.28
  timing.critical_path.max_delay_family: "buffers and inverters"
  cp.required_ns: 0.80
  worstSetupStartpointType: "primary input"
  critical_path_peak_fanout: 6
  critical_path_class: "primary input to output pin"
  worst_ep_arrival_time_ns: 0.89
  cp-endpoint: "WB_writeData[25]"
  critical_path_depth: 4
  worstSetupStartpoint: "MemWB_WB_MemToReg"
  critical_path.slowest_cell: "sky130_fd_sc_hd__mux2_4"
  critical_path.cell_chain: "buf_12 > clkbuf_16 > mux2_4 > buf_2"
  path_buffers: 3
global_routing:
  first_pass_grt_wire_length_mm: 4.17
  largest_net_degree_at_the_start_of_global_routing: 10
  groute.usage.overall_pct: 7.99
  initial_antenna_violation_count: 0
  first_global_vias: 770
  gr-total-overflow: 0
synth:
  synth.comb.largest_family: "multiplexers"
  synthSimpleGateAreaFrac_pct: 0
  synth_compound_gate_area_share_pct: 0
  syn-cell-area_sq_um: 544
  synth.avg_cell_area_sq_um: 15.1
  post_synthesis_instance_total: 36
  synth.area.mux_share_pct: 86.9
  xor_area_share_pct: 0
  yosys.stat.seqShare_pct: 0
  synth_cell_types: 4
  yosys_cells: 36
  synthAdderAreaFrac_pct: 0
  yosysWarningCount: 0
  synth_chip_area_sq_um: 544
drt:
  drt_drc_violations_left: 0
  vias_after_detailed_routing: 708
  antenna_cells: 0
  viasPerCell: 3.91
  post_drt_wl_per_cell_um: 15.7
  drt-pass1-iter-count: 4
  postRouteAntennaNets: 0
  detailedRoute.firstIterationViolations: 10
  detail_route.wirelength_mm: 2.84
hold_path:
  min-delay-path-class: "primary input to output pin"
die:
  chipArea_sq_um: 6400
  floorplan.die.height_um: 80
  floorplan.die.width_um: 80
  fp_util_pct: 15.9
  design.core.area_sq_um: 3420
  rows: 21
  io-pin-count: 97
place:
  dp_worst_setup_slack_ns: -0.497
  port_buffers: 97
  place.gp.congestion: 0.759
final_timing:
  slew_viol_final: 0
  timing.final.crit_share_pct: 109
  timing.final.crit_period_ns: 1.09
  postLayoutSetupSlackWorst_ns: -0.0858
  setup_viol: 32
  worst_slew_margin_rel_pct: 93.4
  fmax_mhz: 921
  finalHoldWorstSlack_ns: 0.795
  hold_viol: 0
  tightestPinTransition_ns: 0.0989
  grt_setup_unrepaired: "yes"
outcome:
  outcome: "complete, but fails checks"
  failed_checks: "negative setup slack"
clock_network:
  cts_hold_buffers: 0
[layer usage]
layer	up-vias	share of wire [%]	GRT usage, %
met5	-	0	0
met4	0	0	0
met3	0	9.9	2.73
met2	51	48	13.4
met1	317	42	10.2
li1	340	-	-
[synth_stat cells]
cell	count	area, sq um
sky130_fd_sc_hd__mux2_2	2	22.5
sky130_fd_sc_hd__buf_6	1	11.3
sky130_fd_sc_hd__buf_12	3	60.1
sky130_fd_sc_hd__mux2_4	30	450
[final cells by class]
type	count	area, sq um	share of cell area (%)
well taps	46	57.6	3.76
repair buffers	103	995	64.9
multi-input cells	32	480	31.3
[worst min-delay path, cell delays in order]
cell and delay, ns:
sky130_fd_sc_hd__dlygate4sd2_1 0.19, sky130_fd_sc_hd__mux2_4 0.12, sky130_fd_sc_hd__buf_2 0.08
[where the power goes]
| part | switching (mW) | leakage [nW] | internal, mW | total, mW |
|---|---|---|---|---|
| Sequential | 0 | 0 | 0 | 0 |
| Combinational | 0.132 | 0.840 | 0.461 | 0.592 |
| Clock | 0 | 0 | 0 | 0 |
[what timing repair did]
item	in CTS	in global routing
setup buffers	0	0
gates cloned	3	1
resized	182	4
setup endpoints to repair	32	32
[per-stage QoR]
step                      TNS (ns)  area, sq um  util, %  std cells  power (mW)
final                        -2.39         1530     44.9        181       0.592
after floorplan                  0          544        -         36       0.206
after detailed placement    -15.24         1540     45.0        177       0.655
after CTS                    -2.53         1480     43.4        180       0.579
after global placement      -15.23         1540     45.0        177       0.654
after global routing         -2.94         1530     44.9        181       0.638
[cells by family after synthesis]
family                 count (synthesis)
buffers and inverters                  4
muxes                                 32
[worst min-delay path by stage]
| stage | start | endpoint | slack [ns] | cells past startpoint |
|---|---|---|---|---|
| finish | MemWB_ALUOut[24] | WB_writeData[24] | 0.79 | 3 |
| global route | MemWB_readData[18] | WB_writeData[18] | 0.81 | 3 |
| CTS | MemWB_ALUOut[25] | WB_writeData[25] | 0.80 | 3 |
Power is estimated from default activity; no workload was simulated.
