==> flow/design.v <==
module ALU(
	input [31:0] 		in1,
	input [31:0] 		in2,
	input [3:0]			control,
	output reg  [31:0]	out,
	output				zero		
);
	assign zero = (out == 0);
	always @(control or in1 or in2)  begin 
		case (control) 
			            4'b0001: out <=  $signed(in1) & $signed(in2);  
						      4'b0010: out <= $signed(in1) | $signed(in2);  
			            4'b0011: out <= $signed(in1) + $signed(in2);   
			            4'b0100: out <= $signed(in1) - $signed(in2);   
			            4'b0101: out <= $signed(in1) < $signed(in2) ? 1 : 0;  
			            4'b0110: out <= (~($signed( in1) | $signed(in2)));  
			            4'b0111: out <= in1 ^ in2;  
			default: out <= 0;
		endcase			
	end
endmodule	
module tb();
reg [31:0] in1, in2;
reg [3:0] control;
wire [31:0] out;
wire zero;
ALU ALU_ins(    
  .in1(in1),
  .in2(in2),          
  .control(control),
  .out(out),
  .zero(zero)
);
initial begin
  in1 = 32'b0101;
  in2 = 32'b1010; 
  control = 4'b0001;
  #20 control = 4'b0010;
  #20 control = 4'b0100;
end
endmodule
module ALU_Control(func, aluop, control);
input [5:0] func;
input [2:0]aluop; 
output reg[3:0] control;
always@(func or aluop)
begin
if(aluop == 3'b110)  
	begin
	case(func)
	6'b100010 : control = 4'b0100  ;  
	6'b100000 : control = 4'b0011 ;  
	6'b100100 : control = 4'b0001;  
	6'b100101 : control = 4'b0010;  
	6'b100111 : control = 4'b0110 ;  
	6'b101010: control =  4'b0101 ;  
	endcase
	end
else if (aluop == 3'b000)  
	begin
	control = 4'b0011;  
	end
else if (aluop == 3'b000)  
	begin
	  control = 4'b0011 ;  
	end
else if (aluop == 3'b010)  
	begin
	  control = 4'b0001 ;  
	end
else if (aluop == 3'b011)  
	begin
	  control = 4'b0010 ;  
	end
else if (aluop == 3'b101)  
	begin
	  control = 4'b0101 ;  
	end
else if(aluop == 3'b001)  
	begin
	   control = 4'b0100 ;  
	end
end
endmodule
module alu_control_tb();
  reg [5:0]func;
  reg [2:0]aluop;
  wire [3:0]control;
  ALU_Control a(.func(func),.aluop(aluop),.control(control));
  initial
  begin
    aluop = 3'b011;
  end
endmodule
module Adder(A,B,Sum);
input [31:0] A;
input [31:0] B;
output [31:0] Sum;
assign Sum= A + B;  
endmodule
module Ex_Stage(
input IDEX_EX_RegDst,
input IDEX_EX_ALUSrc,
input [0:2] IDEX_EX_ALUOp,
input [31:0] IDEX_NPC,
input [31:0] IDEX_A, 
input [31:0] IDEX_B , 
input [31:0] IDEX_signextend,
input [4:0] IDEX_Rd ,
input [4:0] IDEX_Rt ,
input IDEX_WB_MemToReg,
input IDEX_WB_RegWrite,
input IDEX_M_MemWrite,
input IDEX_M_MemRead,
input IDEX_M_Branch,
input IDEX_M_BranchNotEqual,
output EXMEM_WB_MemToReg,
output EXMEM_WB_RegWrite ,
output EXMEM_M_MemWrite,
output EXMEM_M_MemRead,
output EXMEM_M_Branch,
output EXEMEM_M_BranchNotEqual,
output [31:0] EXMEM_ALUOut , 
output [4:0] EXMEM_Rt,
output EXMEM_zero,
output [31:0]EXMEM_AddResult,
output [31:0]EXMEM_B
);
wire [31:0] alu_mux_out;
wire [3:0]acountrol;
Mux32bit alu_mux(.a(IDEX_B), .b(IDEX_signextend), .out(alu_mux_out),
.sel(IDEX_EX_ALUSrc));
Mux5bit rt_mux(.a(IDEX_Rt), .b(IDEX_Rd), .out(EXMEM_Rt),
.sel(IDEX_EX_RegDst)); 
ALU_Control ac(.func(IDEX_signextend[5:0]), .aluop(IDEX_EX_ALUOp), .control(acountrol));  
ALU a(.in1(IDEX_A),
.in2(alu_mux_out),
.control(acountrol),
.out(EXMEM_ALUOut),
.zero(EXMEM_zero)
);
Adder addr(.A(IDEX_NPC),.B(IDEX_signextend),.Sum(EXMEM_AddResult));
assign EXMEM_B = IDEX_B;
assign EXMEM_WB_MemToReg = IDEX_WB_MemToReg;
assign EXMEM_WB_RegWrite = IDEX_WB_RegWrite;
assign EXMEM_M_MemWrite=IDEX_M_MemWrite;
assign EXMEM_M_MemRead= IDEX_M_MemRead;
assign EXMEM_M_Branch= IDEX_M_Branch;
assign EXEMEM_M_BranchNotEqual = IDEX_M_BranchNotEqual;
endmodule
module ex_tb();
 reg IDEX_EX_RegDst;
reg IDEX_EX_ALUSrc;
reg [0:2] IDEX_EX_ALUOp;
reg [31:0] IDEX_NPC;
reg [31:0] IDEX_A; 
reg [31:0] IDEX_B ; 
reg [31:0] IDEX_signextend;
reg [4:0] IDEX_Rd ;
reg [4:0] IDEX_Rt ;
wire [31:0] EXMEM_ALUOut ; 
wire [4:0] EXMEM_Rt;
wire EXMEM_zero;
wire [31:0]EXMEM_AddResult;
  Ex_Stage ex(.IDEX_EX_RegDst(IDEX_EX_RegDst),
.IDEX_EX_ALUSrc(IDEX_EX_ALUSrc),
.IDEX_EX_ALUOp(IDEX_EX_ALUOp),
.IDEX_NPC(IDEX_NPC),
.IDEX_A(IDEX_A),
.IDEX_B(IDEX_B) ,
.IDEX_signextend(IDEX_signextend),
.IDEX_Rd (IDEX_Rd ),
.IDEX_Rt(IDEX_Rt) ,
.EXMEM_ALUOut (EXMEM_ALUOut), 
.EXMEM_Rt(EXMEM_Rt),
.EXMEM_zero(EXMEM_zero),
.EXMEM_AddResult(EXMEM_AddResult));
  initial
     begin
 IDEX_EX_RegDst =0;
IDEX_EX_ALUSrc = 0;
IDEX_EX_ALUOp = 3'b000;
IDEX_NPC = 32'b0;
IDEX_A = 32'b0110; 
IDEX_B = 32'b0111; 
IDEX_signextend = 32'b0100010;
IDEX_Rd = 5'b001;
IDEX_Rt = 5'b0010;
 #70 begin
  IDEX_EX_RegDst =1;
IDEX_EX_ALUSrc = 1;
end
#70  IDEX_EX_ALUOp = 3'b110;     
     end
endmodule
module Mux32bit(a, b, out,
sel);
   input [31:0]a;
   input[31:0]b;
   input sel;
   output [31:0]out;
   assign out = sel ? b : a;
endmodule
module mux_test();
  reg [31:0] a;
  reg [31:0] b;
  reg sel;
  wire [31:0]out;
  Mux32bit mux(.a(a),.b(b),.out(out),.sel(sel));
  initial
  begin
  a=4'd7;
  b=4'd3;
  sel=1'd1;
  #500 sel = 1'd0;
  #100 sel=1'd1;
end
endmodule
module Mux5bit(a, b, out,
sel);
   input [4:0]a;
   input[4:0]b;
   input sel;
   output [4:0]out;
    assign out = sel ? b : a;
endmodule
==> flow/run.sh <==
#!/bin/bash
# OpenROAD 26Q1-2900-gdf79404cd8, Yosys 0.63+post, stock flow scripts
make -C /OpenROAD-flow-scripts/flow DESIGN_CONFIG=/design/flow/config.mk WORK_HOME=/design/flow/orfs finish
==> flow/config.mk <==
export PLATFORM = sky130hd
export DESIGN_NAME = Ex_Stage
export DESIGN_NICKNAME = Ex_Stage
export VERILOG_FILES = /design/flow/design.v
export SDC_FILE = /design/flow/constraint.sdc
export NUM_CORES = 4
export LEC_CHECK = 1
export CORE_AREA = 10 10 174 174
export DIE_AREA = 0 0 184 184
==> flow/constraint.sdc <==
current_design Ex_Stage

set clk_period 32.3
set clk_io_pct 0.2

create_clock -name clk0 -period $clk_period

set non_clock_inputs [all_inputs -no_clocks]
set_input_delay [expr $clk_period * $clk_io_pct] -clock clk0 $non_clock_inputs
set_output_delay [expr $clk_period * $clk_io_pct] -clock clk0 [all_outputs]
==> run_summary.xml <==
<?xml version="1.0" encoding="UTF-8"?>
<metrics>
  <group name="yosys">
    <metric name="postSynthRegisterBits" unit="">3</metric>
    <metric name="syn_area_per_cell" unit="um^2">6.76</metric>
    <metric name="ys_sh_aoi" unit="">0.339</metric>
    <metric name="async_flop_share" unit="">0</metric>
    <metric name="synth-warning-count" unit="">2</metric>
    <metric name="synth-edff-count" unit="">0</metric>
    <metric name="xor_share" unit="">0.0634</metric>
    <metric name="and_or_nand_nor_area_frac" unit="">0.214</metric>
    <metric name="synth_top_flop_cell" unit="">dlxtn_1</metric>
    <metric name="yosysCellCount" unit="">1284</metric>
    <metric name="syn-instance-count" unit="">1284</metric>
    <metric name="syn-cell-area" unit="um^2">8680</metric>
    <metric name="synthAdderAreaFrac" unit="">0.199</metric>
    <metric name="synthDistinctLibCells" unit="">86</metric>
    <metric name="synth.mux.area_fraction" unit="">0.0660</metric>
    <metric name="synth_chip_area" unit="um^2">8680</metric>
    <metric name="synth.logic.top_family" unit="">AND-OR/OR-AND gates</metric>
  </group>
  <group name="global_route">
    <metric name="global_route.overflow_total" unit="">0</metric>
    <metric name="maximum_number_of_pins_on_one_net_before_global_route_repair" unit="">47</metric>
    <metric name="number_of_antenna_violations_at_the_first_check_in_global_routing" unit="">1</metric>
    <metric name="grt_pass1_wl" unit="mm">58.8</metric>
    <metric name="globalRouteTotalUtil" unit="">0.221</metric>
    <metric name="grt_pass1_vias" unit="">9744</metric>
  </group>
  <group name="drt">
    <metric name="postRouteAntennaNets" unit="">0</metric>
    <metric name="average_wire_length_per_cell_after_detail_routing" unit="um">22.0</metric>
    <metric name="totalWireLength" unit="mm">39.0</metric>
    <metric name="drt_iter0_drc" unit="">938</metric>
    <metric name="dr_drc_count" unit="">0</metric>
    <metric name="via_count" unit="">10100</metric>
    <metric name="drt_pass1_iterations" unit="">5</metric>
    <metric name="diodes" unit="">0</metric>
    <metric name="routed_via_density" unit="">5.73</metric>
  </group>
  <group name="worst_setup_path">
    <metric name="critPathLaunch" unit="">IDEX_signextend[0]</metric>
    <metric name="cp_data_arrival_time" unit="ps">12390</metric>
    <metric name="crit_fanout" unit="">8</metric>
    <metric name="critPathCaptureType" unit="">primary output</metric>
    <metric name="critPathLaunchType" unit="">input pin</metric>
    <metric name="worst-endpoint-required" unit="ps">25840</metric>
    <metric name="critical_path_class" unit="">input pin to primary output</metric>
    <metric name="endpoint" unit="">EXMEM_zero</metric>
  </group>
  <group name="outcome">
    <metric name="outcome" unit="">finished clean</metric>
  </group>
  <group name="layout">
    <metric name="final-instance-count-excl-fill" unit="">1770</metric>
    <metric name="area.growth.synth_to_final" unit="%">27.7</metric>
    <metric name="seqCellArea" unit="um^2">46.3</metric>
    <metric name="multi_input_comb_area" unit="um^2">7650</metric>
    <metric name="fillerInstances" unit="">2701</metric>
    <metric name="largest_register_ff_count" unit="">3</metric>
    <metric name="post_route_cells_drive_above_1_share" unit="">0.0369</metric>
  </group>
  <group name="floorplanning">
    <metric name="chip_area" unit="um^2">33900</metric>
    <metric name="die_w" unit="um">184</metric>
    <metric name="die_h" unit="um">184</metric>
    <metric name="row_count" unit="">59</metric>
    <metric name="i_o_pin_count" unit="">257</metric>
    <metric name="floorplanUtilization" unit="">0.330</metric>
    <metric name="coreArea" unit="um^2">26300</metric>
  </group>
  <group name="sta">
    <metric name="timing_hold_violations_final" unit="">0</metric>
    <metric name="max_slew_margin" unit="">0.458</metric>
    <metric name="totalNegativeSetupSlack" unit="ps">0</metric>
    <metric name="timing.final.max_slew_violations" unit="">0</metric>
    <metric name="timing_worst_slew_pin_value" unit="ps">790</metric>
    <metric name="finalSetupViolCount" unit="">0</metric>
    <metric name="max_clock_freq" unit="GHz">0.0530</metric>
    <metric name="period_used_share" unit="">0.584</metric>
    <metric name="rsz0062_at_grt" unit="">false</metric>
    <metric name="fin_crit" unit="ps">18850</metric>
    <metric name="unconstrained_endpoints" unit="">3</metric>
    <metric name="unclocked_pins" unit="">3</metric>
  </group>
  <group name="clocking">
    <metric name="post-cts-setup-buffers" unit="">0</metric>
    <metric name="cts-resized-gates" unit="">0</metric>
    <metric name="hold_buf_cts" unit="">0</metric>
  </group>
  <group name="power">
    <metric name="power_leakage" unit="nW">4.78</metric>
    <metric name="pwr_density_cell" unit="nW/um^2">20.4</metric>
    <metric name="vdd_drop_max" unit="mV">0.00719</metric>
  </group>
  <group name="flow_run">
    <metric name="warning_count" unit="">101</metric>
    <metric name="drv_cap" unit="">0</metric>
  </group>
  <group name="worst_hold_path">
    <metric name="hold_path_class" unit="">input pin to primary output</metric>
  </group>
  <group name="placement">
    <metric name="place_inst" unit="">1770</metric>
    <metric name="dp_hpwl" unit="mm">31.8</metric>
    <metric name="io_buffers" unit="">245</metric>
    <metric name="gpl_congestion" unit="">1.01</metric>
  </group>
</metrics>
[worst max-delay path: stages]
cell,delay (ps)
clkdlybuf4s50_1,560
mux2i_1,370
inv_1,110
ha_1,260
fa_1,440
a21oi_1,290
o221ai_1,260
o21ai_1,380
nor4_1,120
mux2i_1,280
o211ai_2,160
or4_1,540
or4_1,450
or4_1,520
or4b_1,530
nor4_2,140
clkdlybuf4s50_1,500
[layout by cell type, fill, tap and decap left out, types with 10 or more instances in the layout]
cell type / n
a31oi_1: 15
o31ai_1: 16
a211o_1: 11
o21bai_1: 13
mux2_2: 10
nor4_1: 15
a21o_1: 25
buf_4: 15
nand3_1: 23
mux2i_1: 46
nor2_1: 92
and2_1: 12
nor2b_1: 16
a21oi_1: 115
inv_1: 108
xnor2_1: 45
or4_1: 10
nor3_1: 25
o21ai_0: 81
ha_1: 133
clkdlybuf4s50_1: 244
xor2_1: 16
nand2b_1: 22
a221oi_1: 16
o211ai_1: 18
nand2_1: 93
a211oi_1: 10
a22oi_1: 19
nand4_1: 13
[through the flow]
stage	worst slack [ps]	util	cell area (um^2)	hold WS (ps)	total power, mW
after detailed placement	13520	0.422	11100	12920	0.223
after floorplan	14700	-	8680	12990	0.127
after global placement	13560	0.422	11100	12920	0.225
final	13450	0.422	11100	12920	0.227
after CTS	13510	0.422	11100	12920	0.225
after global routing	13170	0.422	11100	12920	0.246
[layer usage]
| metal | share of wire | vias up | track usage |
|---|---|---|---|
| li1 | - | 4971 | - |
| met3 | 0.080 | 25 | 0.0402 |
| met4 | 0.0097 | 0 | 0.0203 |
| met5 | 0 | - | 0 |
| met1 | 0.46 | 4703 | 0.317 |
| met2 | 0.45 | 442 | 0.348 |
[cell families (layout without fill, tap and decap cells)]
kind of cell    after synthesis  after routing
fa+ha+maj                   136            136
latches                       3              3
xor+xnor                     62             62
simple gates                370            370
compound gates              438            438
mux                          56             56
buf+inv                     219            370
[how the worst min path moves through the flow]
stage                          from                       to  slack (ps)  cells past startpoint
finish        IDEX_M_BranchNotEqual  EXEMEM_M_BranchNotEqual       12920                      0
CTS           IDEX_M_BranchNotEqual  EXEMEM_M_BranchNotEqual       12920                      0
global route  IDEX_M_BranchNotEqual  EXEMEM_M_BranchNotEqual       12920                      0
[synth_stat cells (all sizes together) (7+ instances only)]
cell type	instances	area, um^2
ha	133	1660
a21oi	115	576
inv	109	409
nand2	93	349
nor2	93	349
o21ai	86	430
buf	59	387
clkbuf	50	188
mux2i	46	460
xnor2	46	410
nor3	26	135
a21o	25	188
nand3	23	115
nand2b	22	138
a22oi	19	143
o211ai	19	148
a221oi	16	140
nor2b	16	100
nor4	16	106
o31ai	16	120
xor2	16	140
a31oi	15	93.8
nand4	13	81.3
o21bai	13	97.6
and2	12	75.1
or2	12	75.1
a211o	11	96.3
a211oi	10	75.1
mux2	10	113
or4	10	75.1
and3	9	56.3
o22ai	9	56.3
o21a	8	60.1
or3	8	60.1
o221ai	7	61.3
[cell type report]
class	count	share of cell area
repair buffers	260	0.231
well taps	335	0.0378
flip-flops and latches	3	0.00417
multi-input cells	1062	0.690
inverters	110	0.0372
[where the power goes]
part / internal (mW) / switching (mW)
clock: 0 / 0
sequential: 0.000342 / 0.000271
combinational: 0.106 / 0.120
Power is estimated from default activity; no workload was simulated.
